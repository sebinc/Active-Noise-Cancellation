File: /design/flow/config.mk
export PLATFORM = sky130hd
export DESIGN_NAME = ANCControl_V
export DESIGN_NICKNAME = ANCControl_V
export VERILOG_FILES = /design/flow/design.v
export SDC_FILE = /design/flow/constraint.sdc
export NUM_CORES = 4
export LEC_CHECK = 1
export CORE_AREA = 10 10 74 74
export DIE_AREA = 0 0 84 84
File: /design/flow/constraint.sdc
current_design ANCControl_V

set clk_period 1.8
set clk_io_pct 0.2

create_clock -name clk0 -period $clk_period [get_ports {Clk_100M}]

set non_clock_inputs [all_inputs -no_clocks]
set_input_delay [expr $clk_period * $clk_io_pct] -clock clk0 $non_clock_inputs
set_output_delay [expr $clk_period * $clk_io_pct] -clock clk0 [all_outputs]
File: /design/flow/design.v
`timescale 1ns / 1ps
module ANCControl_V(
    Clk_100M,
    SSPIF_In,
	RAMDataEN,
	FilterEN,
	Reset
   );
input        Clk_100M;                                                        
input        SSPIF_In;      
input        Reset;                                                     
output       FilterEN;
output       RAMDataEN;
wire         DataEN1;
wire         DataEN2;
wire         FiltEN1;
wire         FiltEN2;
wire         DataClk;
wire         FiltClk;
wire         ControlClk;
wire         EN;
wire         SSPIFDetected;
reg    [9:0] ControlReg;
reg          ResetEN;
reg          RAMDataEN_reg;
reg          FilterEN_reg;
reg          SSPIFOld_1;
reg          SSPIFOld_2;
assign DataEN1       = ControlReg    == 9'd 2   ? 1'b 1 : 1'b 0;
assign DataEN2       = ControlReg    == 9'd 247 ? 1'b 1 : 1'b 0;
assign FiltEN1       = ControlReg    == 9'd 255 ? 1'b 1 : 1'b 0;
assign FiltEN2       = ControlReg    == 9'd 498 ? 1'b 1 : 1'b 0;
assign EN            = ControlReg    == 9'd 511 ? 1'b 0 : 1'b 1;
assign DataClk       = DataEN1 || DataEN2 || Reset;
assign FiltClk       = FiltEN1 || FiltEN2 || Reset;
assign RAMDataEN     = RAMDataEN_reg;
assign FilterEN      = FilterEN_reg;
assign SSPIFDetected = SSPIFOld_1 & ~SSPIFOld_2;
assign ControlClk    = (EN & Clk_100M) || SSPIFDetected || Reset;
always @(posedge DataClk)
begin
   RAMDataEN_reg <= (DataEN1 & ~Reset) ? 1'b 1 : 1'b 0;
end
always @(posedge FiltClk)
begin
   FilterEN_reg <= (FiltEN1 & ~Reset) ? 1'b 1 : 1'b 0;
end
always @(posedge Clk_100M)
begin
   SSPIFOld_2 <= SSPIFOld_1;
end
always @(negedge Clk_100M)
begin
   SSPIFOld_1    <= SSPIF_In;
end
always @ (posedge ControlClk)
begin
   ControlReg   <= (Reset || SSPIFDetected) ? 9'b 0 : ControlReg + 1'b 1;
end
endmodule
File: /design/flow/run.sh
#!/bin/bash
# OpenROAD 26Q1-2900-gdf79404cd8, Yosys 0.63+post, stock flow scripts
make -C /OpenROAD-flow-scripts/flow DESIGN_CONFIG=/design/flow/config.mk WORK_HOME=/design/flow/orfs finish
==> results.yml <==
# physical design summary
status:
  status: "finished, violations left"
  violations: "setup timing"
route:
  first_iter_violations: 82
  drt-pass1-iter-count: 4
  routed_wl_um: 1376
  detail_route.vias_per_cell: 4.193
  ant_nets: 0
  drc: 0
  drt-wirelength-per-cell_um: 10.19
  num_antenna_cells: 0
  vias: 566
cells_and_area:
  fillers: 406
  final_cell_area_um2: 925.9
  drive_gt1_share_pct: 28.24
  final-comb-area_um2: 341.6
  largest_reg_flops: 10
  syn_to_final_growth_pct: 51.02
  flop_area_um2: 281.5
  top_register: "ControlReg"
  instances_no_fill: 135
sta:
  hold_viol: 0
  rsz0062_at_grt: "true"
  final_max_slew_viol_count: 0
  setup_viol: 8
  setup_ws_ns: -0.009008
  unclocked_pins: 2
  slew_headroom_pct: 78.94
  fin_skew_ns: 0.08743
  tns_ns: -0.04321
  untimed_endpoints: 4
  tightest_slew_ns: 0.3131
synth:
  edf_count: 0
  yosys_area_um2: 613.1
  yosys_cells: 68
  syn_avg_cell_area_um2: 9.016
  common_cells: "dfxtp_1 (14), nor2_1 (8), a21oi_1 (5), inv_1 (5), o21ai_0 (4)"
  yosysTopAreaCell: "dfxtp_1"
  yosys.area_share.aoi_pct: 16.12
  synth_flops: 14
  ys_seq_share_pct: 45.71
  ys.warnings.count: 1
  ys.flop_type: "dfxtp_1"
  ys_sh_simple_pct: 25.31
  postSynth.asyncResetShare_pct: 0
  synth_adder_area_share_pct: 4.082
  top_area_share_pct: 45.71
  synthXorXnorAreaFrac_pct: 4.286
  synth.mux.area_fraction_pct: 0
  synth.cell_area_um2: 613.1
  most_common_cell: "dfxtp_1"
  synthTopLogicFamily: "simple AND/OR/NAND/NOR gates"
  syn-instance-count: 68
  ys_types: 25
  topCellsByArea: "dfxtp_1 (46%), nor2_1 (4.9%), a21oi_1 (4.1%), ha_1 (4.1%), o31ai_1 (3.7%)"
min_path:
  hold-path-cell-count: 1
  hold_class: "flop to flop"
grt:
  grt_pass1_wl_um: 2359
  track_usage_pct: 3.889
  grt_pass1_vias: 586
  grt_overflow_total: 0
  antenna_found_initial: 0
  grt_max_degree: 9
floorplan:
  core_um2: 3971
  die_h_um: 84
  io_pins: 5
  fp_util_pct: 15.44
  fp.dieW_um: 84
  num_rows: 23
  die_area_um2: 7056
pwr:
  seqPwrFrac_pct: 19.2
  internal-power_mw: 0.6231
  switching_share_pct: 22.38
  peakVddDrop_uv: 476.9
  switchingPower_mw: 0.1797
  p_clk_share_pct: 75.4
  pwr-share-comb_pct: 5.5
  p_leak_nw: 0.3216
  power_density_nw_per_um2: 867.1
job:
  cap_violations: 0
  warning_count: 30
setup_path:
  path_max_fanout: 5
  criticalPathCategory: "flop to flop"
  cp-start-kind: "flop"
  crit_arrival_ns: 2.37
  critPathRequiredTime_ns: 2.36
  reg2reg_depth: 4
  end_kind: "flop"
placement:
  port_buffers: 4
  dpl.hpwl_um: 742.8
  placed_area_um2: 714.4
  dp_cells: 121
  gp_congestion: 0.7564
  dpl_worst_slack_ns: 0.02772
clock_tree:
  clock.latency.late_pin_ns: 0.76
  post_cts_buffers: 0
  cts_tree: "yes"
  clk_pin_slew_ns: 0.04
  holdBufCountCts: 0
critical path: stages (launching register included):
cell and delay (ns):
dfxtp_2 0.32, inv_2 0.04, o21ai_4 0.15, buf_6 0.17, nor2_4 0.04
worst paths after layout:
kind	start	endpoint	slack (ns)
worst max-delay path	SSPIFOld_1	ControlReg[0]	-0.009
worst min-delay path	ControlReg[0]	ControlReg[0]	0.49
worst max register to register	SSPIFOld_1	ControlReg[0]	-0.009
worst min register to register	ControlReg[0]	ControlReg[0]	0.49
power groups by stage:
stage	combinational, mW	clock [mW]	sequential [mW]
after CTS	0.0362	0.623	0.153
final	0.0440	0.605	0.154
after global routing	0.0474	0.662	0.154
cells by family after synthesis:
family          Yosys count
flops                    14
xor+xnor                  3
fa+ha+maj                 2
simple gates             27
buf+inv                   7
compound gates           15
area by class of cell:
class / instances / area share [%]
multi-input cells: 47 / 36.89
clock inverters: 2 / 0.8108
clock buffers: 12 / 16.76
inverters: 4 / 1.622
well taps: 50 / 6.757
flip-flops and latches: 14 / 30.41
repair buffers: 6 / 6.757
through the flow:
stage               utilization [%]  hold WS [ns]  total power [mW]
floorplan                         -        0.4511            0.1984
finish                        23.31        0.4944            0.8028
CTS                           22.68        0.4908            0.8124
global placement              17.99        0.4668            0.2092
detailed placement            17.99        0.4797            0.2109
global route                  23.31        0.5125            0.8636
repair_timing:
item	CTS	global route
resized	9	7
endpoints found under the setup margin	10	10
pin swaps	1	2
hold endpoints to repair	0	0
gates cloned	1	0
placed cells by master (no fill, tap or decap):
| master | n |
|---|---|
| nor4_1 | 1 |
| o21bai_1 | 1 |
| clkbuf_8 | 11 |
| dfxtp_2 | 1 |
| nor2_2 | 1 |
| xnor2_1 | 2 |
| nand3_1 | 2 |
| o31ai_1 | 3 |
| a21oi_1 | 3 |
| ha_1 | 2 |
| clkdlybuf4s50_1 | 4 |
| o21ai_0 | 3 |
| o21a_1 | 1 |
| or4_1 | 2 |
| nand2_1 | 3 |
| buf_6 | 2 |
| dfxtp_1 | 13 |
| nand4bb_1 | 1 |
| inv_2 | 1 |
| or3_2 | 1 |
| o311ai_2 | 1 |
| xor2_1 | 1 |
| nor4b_1 | 1 |
| nor2_1 | 5 |
| nand4_1 | 3 |
| nand4_2 | 1 |
| a21oi_2 | 2 |
| nor3_1 | 1 |
| inv_1 | 5 |
| o21ai_4 | 1 |
| or3_1 | 3 |
| clkbuf_1 | 1 |
| nor2_4 | 2 |
layer usage:
layer | track usage, % | part of all wire [%] | vias up | wire length, um
met5 | 0 | 0 | - | 0
met4 | 2.588 | 0.94 | 0 | 13
met3 | 2.264 | 6.5 | 2 | 89
met2 | 4.739 | 45 | 21 | 618
met1 | 4.933 | 48 | 263 | 654
li1 | - | - | 280 | -
Power is estimated from default activity; no workload was simulated.
