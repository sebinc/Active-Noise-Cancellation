<file path="flow/run.sh">
#!/bin/bash
# OpenROAD 26Q1-2900-gdf79404cd8, Yosys 0.63+post, stock flow scripts
make -C /OpenROAD-flow-scripts/flow DESIGN_CONFIG=/design/flow/config.mk WORK_HOME=/design/flow/orfs finish
</file>
<file path="flow/config.mk">
export PLATFORM = sky130hd
export DESIGN_NAME = PWM_v
export DESIGN_NICKNAME = PWM_v
export VERILOG_FILES = /design/flow/design.v
export SDC_FILE = /design/flow/constraint.sdc
export NUM_CORES = 4
export LEC_CHECK = 1
export CORE_AREA = 10 10 70 70
export DIE_AREA = 0 0 80 80
</file>
<file path="flow/design.v">
`timescale 1ns / 1ps
module PWM_v(
    input Clk_pwm,
    output PwmSig,
    input [9:0] SigVec
    );
wire [10:0] SigProc;
wire pwm_on;
wire pwm_off;
reg [10:0] ClkCount;
initial begin
 ClkCount = 11'b 0;
end
always @(posedge Clk_pwm)
begin
	ClkCount <= ClkCount + 1'b 1;
end
assign SigProc = {SigVec[9:0], 1'b 0};
assign pwm_on = ClkCount[0] & ClkCount[1] & ClkCount[2] & ClkCount[3] & ClkCount[4] & ClkCount[5] & ClkCount[6] & ClkCount[7] & ClkCount[8] & ClkCount[9] & ClkCount[10];
Signal_compare PWM_sig (
    .R(SigProc), 
    .C(ClkCount), 
    .Result(pwm_off)
    );
RS_FF PWM_FF (
    .R(pwm_off), 
    .S(pwm_on), 
    .Clk(Clk_pwm), 
    .Q(PwmSig)
    ); 
endmodule
`timescale 1ns / 1ps
module RS_FF(
       input R,
		 input S,
		 input Clk,
		 output Q
    );
reg Q1;
initial begin
   Q1 = 1'b 0;
end
assign Q = Q1;
always @(posedge Clk)
begin
   case({S,R})
	{1'b 0, 1'b 1}: begin Q1 = 1'b 0;end
	{1'b 1, 1'b 0}: begin Q1 = 1'b 1;end
	{1'b 1, 1'b 1}: begin Q1 = 1'b 0;end
	endcase
end
endmodule
`timescale 1ns / 1ps
module Signal_compare(
		input [10:0] R,
		input [10:0] C,
		output Result
    );
wire w0 = ~(R[0] ^ C[0]);
wire w1 = ~(R[1] ^ C[1]);
wire w2 = ~(R[2] ^ C[2]);
wire w3 = ~(R[3] ^ C[3]);
wire w4 = ~(R[4] ^ C[4]);
wire w5 = ~(R[5] ^ C[5]);
wire w6 = ~(R[6] ^ C[6]);
wire w7 = ~(R[7] ^ C[7]);
wire w8 = ~(R[8] ^ C[8]);
wire w9 = ~(R[9] ^ C[9]);
wire w10 = ~(R[10] ^ C[10]);
assign Result = w0 & w1 & w2 & w3 & w4 & w5 & w6 & w7 & w8 & w9 & w10;
endmodule
</file>
<file path="flow/constraint.sdc">
current_design PWM_v

set clk_period 2.0
set clk_io_pct 0.2

create_clock -name clk0 -period $clk_period [get_ports {Clk_pwm}]

set non_clock_inputs [all_inputs -no_clocks]
set_input_delay [expr $clk_period * $clk_io_pct] -clock clk0 $non_clock_inputs
set_output_delay [expr $clk_period * $clk_io_pct] -clock clk0 [all_outputs]
</file>
==> notes.md <==
Figures from the implementation reports.

- The number of cells on the worst hold path reads 1.
- The row count is 21.
- The sum of buffers and inverters on the critical path is 1.
- The largest net degree at the start of global routing is 8.
- Per the final layout report, the fraction of cells sized above drive strength 1 comes to 0.104.
- The average wire length per cell after detail routing reads 9.19 um.
- The total track usage is 0.0330.
- The core utilization before placement reads 0.161.
- The post-route minimum period is around 1600 ps.
- On the worst path, the slowest cell contributes a delay of 420 ps.
- The via count of the first global-routing pass was approximately 380.
- The critical register-to-register path endpoint is PWM_FF.Q1$_DFFE_PP_.
- The number of vias after detailed routing is 401.
- The count of cells in the finished layout, fillers not included, comes to 113.
- The overall die width reads 80 um.
- For this run, the register share of the synthesized area comes to 0.456.
- The stage logs contain a warning count of 25.
- The launch point of the critical path was reported as SigVec[0].
- The remaining global-route overflow is 0.
- The kind of cell adding the most delay to the critical path reads simple AND/OR/NAND/NOR gates.
- IR analysis of the VDD net gives a maximum drop of 0.000402 V.
- For reference, the final report shows the max-slew violation count at 0.
- The first global-routing pass estimated 1710 um of wire.
- The largest individual stage delay along the critical path comes from the cell clkdlybuf4s50_1.
- The initial detailed-routing violation count reads 5.
- The met1 track utilization from global routing is 0.0505.
- The pre-antenna-repair detailed-routing pass consisted of 4 iterations.
- The flop and latch count out of synthesis is 12.
- The met2 track demand over resource in global routing reads 0.0393.
- The count of nets left with antenna violations once routing finished came out at 0.
- The chip occupies 0.00640 mm^2.
- The DRC violations left is 0.
- At the end of the flow the core is filled with cells to 0.219.
- The total power draw reads 0.000459 W.
- The power per cell area is 614 mW/mm^2.
- After synthesis, the mean cell area works out to 10.4 um^2.
- The max-capacitance violation count is 0.
- The CTS sink count is 12.
- The fmax is around 0.62 GHz.
- The endpoint arrival time on the critical path is 1580 ps.
- The total wire length after detailed routing reads 1040 um.
- The clock-pin slew on the worst setup and hold paths reads 80 ps.
- The worst hold-check path type is reg -> reg.
- The cell sequence reported for the critical path is clkdlybuf4s50_1, xor2_1, nor4_1, nand3_1, o21ai_0.
- The final worst-path cycle share is 0.802.
- The clock tree from TritonCTS reads built.
- The tally of yosys warning messages is 2.
- The number of antenna violations at the first check in global routing reads 0.
- The number of antenna diodes reads 0.
- Looking at hold timing, the worst path starts from ClkCount[0]$_DFF_P_.
- The synthesis report lists the most area-consuming cells as dfxtp_1 40%, xor2_1 19%, xnor2_1 9.6%.
- The launching point of the worst reg2reg path is ClkCount[7]$_DFF_P_.
- The proportion of netlist area held by the largest area contributor reads 0.401.
- The sort of element at the start of the critical path is a primary input.
- The endpoint with the worst hold slack reads ClkCount[0]$_DFF_P_.
- The global-route layer with the greatest usage reads met1.
- The worst reg2reg path depth reads 4.
- The final timing report counts setup violations totalling 0.
- The final timing report lists a hold violation count of 0.
- The critical path is of the in -> reg type.
- The weighted congestion reported at the end of routability-driven placement is between 0.7 and 0.8.
- The clock tree skew after final layout is 6.56 ps.
- Setup repair after global routing left no endpoint under its margin.
- The TritonCTS buffer count reads 3.
- At the worst endpoint, the required time is 1980 ps.
- The static leakage power is 0.286 nW.
- The accumulated negative setup slack is 0 ps.
- The cell type with the largest total area after synthesis reads dfxtp_1.
- The cell count after synthesis came out at between 50 and 60.
- The vertical die dimension is around 80 um.
- The critical path capture point type is a register.
- The longest clock path from root to sink contains 2 buffers.
- The setup slack of the worst register-to-register path is 580 ps.
- The source-to-sink clock delay at the later pin of the worst-skew pair is 270 ps.
- After clock tree synthesis, the setup repair step added 0 buffers.
- Before any placement, the netlist area is recorded as between 500 and 600 um^2.
- The fraction of met3 tracks used by global routing is 0.0170.
- The level count of the clock H-tree is 1.
- The post-cts repair resize count reads 0.
- The number of buffer cells added on primary ports is 11.
- In this run, post-CTS hold repair placed 0 buffers.
- The number of vias per cell after detailed routing is 3.55.
- The count of instantiated cells in the yosys netlist is between 50 and 60.
- The slew of the pin with the lowest slew margin is 346 ps.
- The layout filler cell count reads 384.
- Synthesis instantiated 17 different standard cells from the library.
- The detailed placement HPWL reads between 800 and 900 um.
- The total instance count after detailed placement reads 109.
- Looking at the critical path, the highest net fanout was 2.
- The synthesis-to-finish area growth is 36.2%.
- The run finished with clean final reports.
- The clock root buffer is clkbuf_4.
- The region available for standard cell placement spans between 0.003 and 0.004 mm^2.
- The normalized max-slew margin is 0.768.
- The top-level port count is 12.
- The total cell area reported by yosys after synthesis is 549 um^2.
## where the power goes
part / internal (W) / switching, W / total [W]
combinational: 0.0000216 / 0.00000785 / 0.0000294
sequential: 0.000241 / 0.00000000623 / 0.000241
clock: 0.000111 / 0.0000778 / 0.000188
## kinds of logic (layout without fill, tap and decap cells)
kind of cell	Yosys count	count (layout)	share of synthesized area
buf+inv	2	16	0.0159
xor+xnor	18	18	0.287
simple gates	18	18	0.187
compound gates	1	1	0.00910
flops	12	12	0.456
fa+ha+maj	2	2	0.0456
## worst max path at each step
stage | to | slack [ps] | depth (start not counted)
CTS | PWM_FF.Q1$_DFFE_PP_ | 400 | 5
global route | PWM_FF.Q1$_DFFE_PP_ | 280 | 5
finish | PWM_FF.Q1$_DFFE_PP_ | 400 | 5
## layout make-up
class | count | area (um^2) | share of cell area
Timing Repair Buffer | 11 | 110 | 0.147
Multi-Input combinational cell | 39 | 290 | 0.388
Clock buffer | 4 | 36.3 | 0.0485
Inverter | 1 | 3.75 | 0.00502
Sequential cell | 12 | 250 | 0.334
Tap cell | 46 | 57.6 | 0.0769
## cell usage after synthesis (all sizes together)
master and count:
edfxtp 1, ha 2, nand2 3, xor2 12, nand3 3, nor3 1, inv 1, and2 2
clkbuf 1, o21ai 1, dfxtp 11, nor4 2, and4 1, nand4 4, xnor2 6, nor2 2
## cells in the final DEF (no fill, tap or decap), types with 2 or more instances in the layout
| cell | instances |
|---|---|
| nor4_1 | 2 |
| xnor2_1 | 6 |
| clkbuf_4 | 3 |
| xor2_1 | 12 |
| clkdlybuf4s50_1 | 11 |
| nand2_1 | 3 |
| nand4_1 | 4 |
| nor2_1 | 2 |
| nand3_1 | 3 |
| ha_1 | 2 |
| dfxtp_1 | 11 |
## stage by stage
| stage | worst slack, ps | hold WS, ps | instance area, um^2 |
|---|---|---|---|
| final | 397 | 448 | 748 |
| after global routing | 281 | 474 | 748 |
| after CTS | 397 | 461 | 748 |
| after detailed placement | 103 | 433 | 712 |
| after global placement | 82.5 | 428 | 712 |
| after floorplan | 719 | 390 | 549 |
## per-layer routing
layer | routed length [um] | share of wire
met5 | 0 | 0
met4 | 9 | 0.0087
met3 | 83 | 0.080
met2 | 351 | 0.34
met1 | 593 | 0.57
## sequential cells by signal, summed over array words and instances (netlist names)
register / count
ClkCount: 11
PWM_FF.Q1: 1
Power figures rest on the tool's default switching activity, not on a simulated workload.
