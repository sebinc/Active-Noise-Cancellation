<file path="/design/flow/run.sh">
#!/bin/bash
# OpenROAD 26Q1-2900-gdf79404cd8, Yosys 0.63+post, stock flow scripts
make -C /OpenROAD-flow-scripts/flow DESIGN_CONFIG=/design/flow/config.mk WORK_HOME=/design/flow/orfs finish
</file>
<file path="/design/flow/config.mk">
export PLATFORM = sky130hd
export DESIGN_NAME = ANCSaturation_V
export DESIGN_NICKNAME = ANCSaturation_V
export VERILOG_FILES = /design/flow/design.v
export SDC_FILE = /design/flow/constraint.sdc
export NUM_CORES = 4
export LEC_CHECK = 1
export CORE_UTILIZATION = 40
</file>
<file path="/design/flow/constraint.sdc">
current_design ANCSaturation_V

set clk_period 9.1
set clk_io_pct 0.2

create_clock -name clk0 -period $clk_period [get_ports {Clk_100M}]
create_clock -name clk1 -period $clk_period [get_ports {FiltComplete_In}]

set non_clock_inputs [all_inputs -no_clocks]
set_input_delay [expr $clk_period * $clk_io_pct] -clock clk0 $non_clock_inputs
set_output_delay [expr $clk_period * $clk_io_pct] -clock clk0 [all_outputs]
</file>
<file path="/design/flow/design.v">
`timescale 1ns / 1ps
module ANCSaturation_V(
    Clk_100M,
	Reset,
	Err,
	Filt_In,
	MicIn,
	FiltComplete_In,
	ANCAudioOut
   );
output [10:0]  Err;
input  [10:0]  Filt_In;
input  [10:0]  MicIn;
output [10:0]  ANCAudioOut;
input          FiltComplete_In;
input          Clk_100M;
input          Reset;
reg    [9:0] ANCAudioOut_reg;
reg    [10:0] MicIn_reg;
reg    [10:0] Err_reg;
reg           FiltComplete_old;
reg           ResetOld;
wire   [20:0] ErrData_AddResult_w;
wire          Filtcmplt_detected;
initial begin
   ANCAudioOut_reg  = 10'b 0;
   FiltComplete_old = 1'b 0; 
end
assign ANCAudioOut        = {ANCAudioOut_reg[9], 1'b 0, ANCAudioOut_reg[8:0]};
assign Filtcmplt_detected = (~FiltComplete_old & FiltComplete_In) || Reset;
assign Err                = Err_reg;
always @(posedge FiltComplete_In)
begin
   ANCAudioOut_reg <= Filt_In[9] ? {Filt_In[10], 9'b 111111111} : {Filt_In[10],Filt_In[8:0]};
   MicIn_reg       <= MicIn;
end
always @ (posedge Clk_100M)
begin
   FiltComplete_old <= FiltComplete_In;
   ResetOld         <= Reset;
end
always @ (negedge Filtcmplt_detected)
begin
   Err_reg <= ResetOld ? 11'b 0 : {ErrData_AddResult_w[20],ErrData_AddResult_w[9:0]};
end
SignedAdder ErrAdd (
    .a({MicIn_reg[10],10'b 0,MicIn_reg[9:0]}),                  
    .b({~ANCAudioOut_reg[9],11'b 0,ANCAudioOut_reg[8:0]}), 
    .AddOut(ErrData_AddResult_w),
	.en(1'b 1)
    );
endmodule
`timescale 1ns / 1ps
module SignedAdder(
      a,
	  b,
	  AddOut,
	  en
    );
input [20:0]  a;
input [20:0]  b;
input         en;
output [20:0] AddOut;
wire Sign;
wire [20:0] temp_wire;
wire [19:0] a_comp;
wire [19:0] b_comp;
wire [20:0] addtemp;
wire [20:0] aa;
wire [20:0] bb;
assign aa            = a[19:0] == 20'b 0 ? 21'b 0 : a;
assign bb            = b[19:0] == 20'b 0 ? 21'b 0 : b;
assign Sign          = aa[20] ^ bb[20];
assign temp_wire[20] = Sign ? (~addtemp[20]) : (aa[20] & bb[20]);
assign AddOut        = en ? temp_wire : 21'b 0; 
assign a_comp           = (aa[20]) ? (~ aa[19:0] + 1'b 1) : (aa[19:0]);    
assign b_comp           = (bb[20]) ? (~ bb[19:0] + 1'b 1) : (bb[19:0]);    
assign addtemp[20:0]    = Sign ? ({1'b 0,a_comp[19:0]} + {1'b 0,b_comp[19:0]}) : {1'b 0, aa[19:0]}+{1'b 0, bb[19:0]};
assign temp_wire[19:0]  = (Sign & (~addtemp[20])) ? ((~addtemp[19:0])+1'b 1) : addtemp[19:0];  
endmodule
</file>
==> flow_summary.json <==
{
  "cts_tree": "done",
  "yosysChipArea_um2": 2729,
  "finalSetupViolCount": 0,
  "yosysSeqAreaShare_pct": 24.94,
  "highest_layer": "met4",
  "path_class": "reg2reg",
  "drv_slew": 0,
  "pre_cts_slack_ns": 0.5686,
  "grt_pass1_vias": 2373,
  "ys_cells": 333,
  "edf_count": 0,
  "met3_wirelength_um": 378,
  "hold_viol": 0,
  "syn2layout_area_growth_pct": 26.91,
  "clk_pin_slew_ns": 0.07,
  "hold_buffers": 0,
  "antenna_found_initial": 0,
  "final_cells": 455,
  "cap_violations": 0,
  "drive_gt1_share_pct": 12.70,
  "rsz0062_at_grt": "false",
  "outcome": "complete, no violations",
  "critPathSlowestCell": "fa_1",
  "gp_congestion": 0.8910,
  "io_buffers": 44,
  "die_h_um": 84.60,
  "slew_headroom_pct": 54.43,
  "vias": 2437,
  "fp.dieW_um": 84.60,
  "critical_path_required_ns": 5.07,
  "critPathArrivalTime_ns": 4.42,
  "ctsResizeCount": 0,
  "ir_worst_vdd_mv": 0.08103,
  "yosys_warnings": 1,
  "p_per_area_nw_per_um2": 153.0,
  "setup_ws_ns": 0.6574,
  "overflow": 0,
  "power_leakage_nw": 1.455,
  "hpwl_um": 5255,
  "synthArstFlopShare_pct": 0,
  "start_kind": "register",
  "drc": 0,
  "fin_tns_setup_ns": 0,
  "worst_pin_slew_ns": 0.6740,
  "slowest_delay_ns": 0.45,
  "wl_met1_um": 3193,
  "postSynthAreaPerCell_um2": 8.195,
  "cpMostUsedCell": "nor3_1",
  "tool_warnings": 26,
  "cp_max_fo": 11,
  "endpoint_kind": "register",
  "min_path_type": "clk2reg",
  "met2WireLength_um": 2936,
  "clock-skew-final_ns": 0.1651,
  "grt_max_degree": 16,
  "grt_usage_pct": 20.40,
  "wl_per_cell_um": 14.42,
  "post_cts_buffers": 0,
  "ys.flop_type": "dfxtp_1",
  "via_per_inst": 5.356,
  "synth_area_um2": 2729,
  "grt_pass1_wl_um": 11330,
  "rows": 29,
  "dr.pass1.iters": 12,
  "io-pin-count": 47,
  "fp_util_pct": 42.25,
  "drt_wl_total_um": 6562,
  "core-area_um2": 6459,
  "yosysUniqueCellTypes": 61,
  "ant_nets": 0,
  "drtIter0Drc": 123,
  "antennaDiodeCount": 0,
  "fill_cells": 600,
  "ys.flops": 34,
  "place_inst": 433,
  "die-area_um2": 7156,
  "syn_inst": 333,
  "crit_chain": "nor3_1 -> nand2b_1 -> nor3_1 -> a21o_1 -> inv_1 -> a22o_1 -> fa_1 -> a211oi_2 -> nor3_1 -> o31a_1 -> o211a_4 -> or2_4 -> a41oi_2 -> mux2_1"
}
-- kinds of logic after synthesis --
| group | synth area share (%) |
|---|---|
| and+or+nand+nor | 18.98 |
| AOI/OAI and AO/OA | 21.46 |
| buffers and inverters | 6.465 |
| DFF | 24.94 |
| adders and majority gates | 15.68 |
| xor gates and xnor gates | 8.666 |
| muxes | 3.668 |
| other | 0.1374 |
-- worst max-delay path, delay by kind of cell (launching register included) --
kind	cells	cell delay, ns
buffers and inverters	1	0.18
AOI/OAI and AO/OA	6	1.62
muxes	1	0.33
and+or+nand+nor	5	0.97
DFF	1	0.37
adders and majority gates	1	0.45
-- cells in the final DEF, fill, tap and decap left out, types with 5 or more instances in the layout --
cell type | netlist | final
a21o_1 | 6 | 6
a21oi_1 | 20 | 20
clkbuf_8 | 0 | 19
clkdlybuf4s50_1 | 0 | 44
dfxtp_1 | 34 | 34
ha_1 | 31 | 31
inv_1 | 22 | 22
mux2i_1 | 5 | 5
nand2_1 | 11 | 11
nand2b_1 | 6 | 6
nand3_1 | 5 | 5
nor2_1 | 33 | 33
nor2b_1 | 5 | 5
nor3_1 | 11 | 11
o21ai_0 | 19 | 19
or2_2 | 10 | 10
xnor2_1 | 14 | 14
xor2_1 | 13 | 13
-- synthesized netlist by cell type (all sizes together) (2+ instances only) --
cell | number | area, µm²
a31oi | 2 | 18.77
o211ai | 3 | 22.52
mux2 | 2 | 22.52
nor2b | 5 | 31.28
a21oi | 20 | 100.1
clkbuf | 21 | 78.83
nand2b | 6 | 37.54
nor3 | 11 | 55.05
o31ai | 4 | 35.03
mux2i | 7 | 77.58
xor2 | 13 | 113.9
and3 | 2 | 12.51
xnor2 | 14 | 122.6
nor4 | 4 | 25.02
nor2 | 33 | 123.9
a21o | 6 | 45.04
ha | 31 | 387.9
o31a | 2 | 17.52
nand3 | 5 | 25.02
or2 | 12 | 77.58
a211oi | 7 | 72.57
o21ba | 2 | 20.02
dfxtp | 34 | 680.7
a41oi | 2 | 25.03
nor3b | 2 | 20.02
inv | 23 | 86.33
o22ai | 2 | 12.51
o21a | 3 | 22.52
fa | 2 | 40.04
nand2 | 11 | 41.29
nand4 | 3 | 18.77
o21ai | 21 | 105.1
-- worst paths after layout --
check                                         from                  to  slack, ns  depth (start not counted)
min in group clk1                      Filt_In[10]  ANCAudioOut_reg[9]       1.77                          1
worst min register to register            ResetOld          Err_reg[2]       4.70                          1
max in group clk0                       Err_reg[8]              Err[8]       1.33                          1
worst max-delay path            ANCAudioOut_reg[3]          Err_reg[9]       0.66                         14
worst min-delay path               FiltComplete_In    FiltComplete_old       0.55                          7
worst max register to register  ANCAudioOut_reg[3]          Err_reg[9]       0.66                         14
-- power breakdown --
group          internal [mW]  switching, mW  leakage [nW]  total (mW)
clock                  0.155         0.0608         0.141       0.216
sequential             0.111        0.00866         0.285       0.120
combinational         0.0906          0.103          1.03       0.194
total                  0.357          0.173          1.45       0.530
-- final cells by class --
cell class	count	area [µm²]	area share, %
Timing Repair Buffer	45	447.9	12.93
Clock inverter	1	7.507	0.2168
Tap cell	77	96.34	2.782
Inverter	24	90.09	2.601
Sequential cell	34	680.7	19.65
Multi-Input combinational cell	253	1872	54.05
Clock buffer	21	269.0	7.767
-- metrics by stage --
step                      instance area [µm²]  total power [mW]  util (%)  hold WS (ns)
after detailed placement                 3187            0.3136     49.34       0.02772
after floorplan                          2729            0.2662         -       0.02772
after global routing                     3463            0.5731     53.62        0.5724
final                                    3463            0.5297     53.62        0.5537
after global placement                   3187            0.3143     49.34       0.02772
after CTS                                3463            0.5369     53.62        0.5611
-- routing by layer --
layer / track usage, % / vias up
li1: - / 1251
met1: 29.14 / 1099
met3: 5.876 / 9
met5: 0 / -
met2: 32.00 / 78
met4: 3.082 / 0
Power figures rest on the tool's default switching activity, not on a simulated workload.
